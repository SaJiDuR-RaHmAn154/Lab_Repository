==> /design/flow/design.v <==
module RF1bit (
    input wire clk,
    input wire reset,
    input wire Din,
    input wire Sel,  
    output wire Dout
);
    reg DFF;
    always @(posedge clk , posedge reset) 
    begin
        if (reset) 
            DFF <= 1'b0;       
        else if (Sel) 
            DFF <= Din;               
    end
    assign Dout = DFF;
endmodule
module RF4bit (
    input wire clk,
    input wire reset,
    input wire [3:0] Din,
    input wire Sel,  
    output wire [3:0] Dout
);
    RF1bit cir1stbit (.clk(clk), .reset(reset), .Din(Din[0]), .Sel(Sel), .Dout(Dout[0]));
    RF1bit cir2ndbit (.clk(clk), .reset(reset), .Din(Din[1]), .Sel(Sel), .Dout(Dout[1]));
    RF1bit cir3rdbit (.clk(clk), .reset(reset), .Din(Din[2]), .Sel(Sel), .Dout(Dout[2]));
    RF1bit cir4thbit (.clk(clk), .reset(reset), .Din(Din[3]), .Sel(Sel), .Dout(Dout[3]));
endmodule
module RFSet (
    input wire clk,
    input wire reset,
    input wire [1:0] RA,
    input wire [1:0] RB,
    input wire RE,  
    input wire [1:0] WR,  
    input wire [3:0] WRD,
    output reg [3:0] A,
    output reg [3:0] B
);
    wire [3:0] R00, R01, R10, R11;
    reg [3:0] WR_SEL;
    RF4bit Reg00 (.clk(clk), .reset(reset), .Din(WRD), .Sel(WR_SEL[0]), .Dout(R00));
    RF4bit Reg01 (.clk(clk), .reset(reset), .Din(WRD), .Sel(WR_SEL[1]), .Dout(R01));
    RF4bit Reg10 (.clk(clk), .reset(reset), .Din(WRD), .Sel(WR_SEL[2]), .Dout(R10));
    RF4bit Reg11 (.clk(clk), .reset(reset), .Din(WRD), .Sel(WR_SEL[3]), .Dout(R11));
    always @(*) 
       begin
            case ({RE, WR})
                3'b100: WR_SEL = 4'b0001;  
                3'b101: WR_SEL = 4'b0010;  
                3'b110: WR_SEL = 4'b0100;  
                3'b111: WR_SEL = 4'b1000;  
                default: WR_SEL = 4'b0000; 
            endcase
        end 
    always @(*) 
        begin
            case (RA)
                2'b00: A = R00;
                2'b01: A = R01;
                2'b10: A = R10;
                2'b11: A = R11;
                default: A = 4'b0000;
            endcase
        end
    always @(*) 
        begin
            case (RB)
                2'b00: B = R00;
                2'b01: B = R01;
                2'b10: B = R10;
                2'b11: B = R11;
                default: B = 4'b0000;
            endcase
        end
endmodule
==> /design/flow/run.sh <==
#!/bin/bash
# OpenROAD 26Q1-2900-gdf79404cd8, Yosys 0.63+post, stock flow scripts
make -C /OpenROAD-flow-scripts/flow DESIGN_CONFIG=/design/flow/config.mk WORK_HOME=/design/flow/orfs finish
==> /design/flow/config.mk <==
export PLATFORM = sky130hd
export DESIGN_NAME = RFSet
export DESIGN_NICKNAME = RFSet
export VERILOG_FILES = /design/flow/design.v
export SDC_FILE = /design/flow/constraint.sdc
export NUM_CORES = 4
export LEC_CHECK = 1
export CORE_AREA = 10 10 90 90
export DIE_AREA = 0 0 100 100
==> /design/flow/constraint.sdc <==
current_design RFSet

set clk_period 1.5
set clk_io_pct 0.2

create_clock -name clk0 -period $clk_period [get_ports {clk}]

set non_clock_inputs [all_inputs -no_clocks]
set_input_delay [expr $clk_period * $clk_io_pct] -clock clk0 $non_clock_inputs
set_output_delay [expr $clk_period * $clk_io_pct] -clock clk0 [all_outputs]
==> impl_metrics.json <==
{
  "stage_log_warnings": 27,
  "top_usage_layer": "met2",
  "die-width_microns": 100,
  "detail_route.antenna_diodes": 0,
  "floorplanUtilization": 0.128,
  "synth.yosys.chip_area_sq_um": 803,
  "timing.final.crit_share": 1.08,
  "timing.critical_path.from": "Reg01.cir3rdbit.DFF",
  "power.density_nw_per_um2": 1060,
  "pin_count_of_the_biggest_net_entering_global_routing": 17,
  "numCtsBuffers": 3,
  "power_leakage_nw": 0.527,
  "number_of_clock_sinks_seen_by_cts": 16,
  "rsz0062_at_grt": "yes",
  "vertical_die_size_microns": 100,
  "grt_overflow": 0,
  "violations_in_the_final_reports": "negative setup slack",
  "clock_tree_buf_depth": 2,
  "p_int_mw": 1.03,
  "layout.cells.non_filler": 164,
  "rows": 29,
  "numPlacedInstances": 148,
  "cp_data_arrival_time_ps": 1330,
  "synth_area_per_cell_sq_um": 17.9,
  "status": "finished, violations left",
  "cts_hold_buffers": 0,
  "launch_point_of_the_worst_reg_to_reg_path": "Reg11.cir4thbit.DFF",
  "met2_layer_usage_reported_by_global_route": 0.0632,
  "share_comb_of_total_power": 0.296,
  "track_usage": 0.0457,
  "synth.yosys.seq_area_share": 0.498,
  "drcViolationCount": 0,
  "cts_tree": "yes",
  "worstMarginPinSlew_ps": 305,
  "root_buffer": "sky130_fd_sc_hd__clkbuf_8",
  "met1_usage": 0.0617,
  "cts.reportedPaths.clkPinSlew_ps": 60,
  "total_switching_power_mw": 0.306,
  "hold_path_class": "input port to async pin",
  "htreeDepth": 1,
  "die_area_sq_um": 10000,
  "power_mw": 1.34,
  "synth.cell_area_sq_um": 803,
  "grt_pass1_wl_mm": 3.55,
  "critical_path.max_fanout": 2,
  "finClkSkew_ps": 0,
  "post-route-min-period_ps": 1630,
  "post_synthesis_cell_count": 45,
  "maxCapViolCount": 0,
  "core_region_area_sq_um": 6280,
  "ys_seq_elements": 16,
  "worstPathRequired_ps": 1200,
  "ys.warnings.count": 2,
  "layout_area_overhead_pct": 56.7,
  "wl_per_cell_microns": 13.1,
  "vdd_ir_drop_max_mv": 0.478,
  "drtPass1Iterations": 4,
  "clock.latency.late_pin_ps": 240,
  "vias": 572,
  "power_switching_share": 0.229,
  "power.sequential.fraction": 0.424,
  "post-place-ws_ps": -752,
  "upper_clock_frequency_limit_ghz": 0.615,
  "routabilityCongestion": 0.745,
  "floorplan.io_pins": 21,
  "synthDistinctLibCells": 7,
  "detail-route-antenna-nets": 0,
  "final_tally_of_max_slew_violations": 0,
  "avgViaCountPerCell": 3.49,
  "antenna_found_initial": 0,
  "setup_viol_count_final": 8,
  "path_class": "flip-flop to output port",
  "routed_wl_mm": 2.15,
  "final.fill_count": 657,
  "hold_viol": 0,
  "final.setup.worst_slack_ps": -127,
  "worstSetupEndpointType": "output port",
  "maxSlewHeadroom": 0.796,
  "detailedRoute.firstIterationViolations": 29,
  "power.share.clock": 0.280,
  "globalRouteMet3Util": 0.0298,
  "numPortBuffers": 20,
  "final_layout_size_suffix_gt1_frac": 0.655,
  "timing.critical_path.from_type": "flip-flop",
  "vias_in_the_first_global_route": 657,
  "ys_cells": 45
}
-- per-stage QoR --
stage / setup TNS (ps) / hold WS [ps] / util / area [sq um]
floorplan: 0 / 214 / - / 803
global placement: -7450 / 502 / 0.182 / 1140
detailed placement: -7730 / 513 / 0.182 / 1140
CTS: -512 / 362 / 0.196 / 1230
global route: -888 / 374 / 0.201 / 1260
finish: -416 / 355 / 0.201 / 1260
-- layout by cell type (no fill, tap or decap) --
cell type / synthesis / routed
sky130_fd_sc_hd__dfrtp_1: 16 / 16
sky130_fd_sc_hd__buf_2: 0 / 9
sky130_fd_sc_hd__buf_4: 0 / 14
sky130_fd_sc_hd__buf_6: 0 / 4
sky130_fd_sc_hd__mux2_2: 16 / 16
sky130_fd_sc_hd__nor3b_4: 1 / 1
sky130_fd_sc_hd__clkbuf_8: 0 / 4
sky130_fd_sc_hd__clkdlybuf4s15_2: 0 / 1
sky130_fd_sc_hd__dlygate4sd2_1: 0 / 2
sky130_fd_sc_hd__mux4_2: 8 / 8
sky130_fd_sc_hd__inv_1: 1 / 1
sky130_fd_sc_hd__nand3_1: 1 / 1
sky130_fd_sc_hd__clkdlybuf4s50_1: 0 / 8
sky130_fd_sc_hd__nand3b_1: 2 / 2
-- per-layer routing --
layer | vias to the layer above | routed length [microns]
li1 | 265 | -
met3 | 2 | 208
met1 | 287 | 1020
met4 | 0 | 10
met2 | 18 | 916
met5 | - | 0
-- Yosys cell counts --
cell | count | share of area
sky130_fd_sc_hd__nor3b_4 | 1 | 0.023
sky130_fd_sc_hd__nand3_1 | 1 | 0.0062
sky130_fd_sc_hd__dfrtp_1 | 16 | 0.50
sky130_fd_sc_hd__inv_1 | 1 | 0.0047
sky130_fd_sc_hd__nand3b_1 | 2 | 0.019
sky130_fd_sc_hd__mux4_2 | 8 | 0.22
sky130_fd_sc_hd__mux2_2 | 16 | 0.22
-- worst paths after layout --
kind,endpoint,slack [ps],cells after the start
max in group asynchronous,Reg10.cir4thbit.DFF,970,3
worst max register to register,Reg11.cir4thbit.DFF,400,4
worst min register to register,Reg01.cir2ndbit.DFF,530,1
worst max-delay path,B[2],-130,3
worst min-delay path,Reg01.cir1stbit.DFF,360,3
min in group clk0,Reg01.cir2ndbit.DFF,530,1
-- cell families (layout without fill, tap and decap cells) --
kind of cell / count (synthesis) / in the layout / share of synthesized area
mux: 24 / 24 / 0.449
simple gates: 4 / 4 / 0.0483
buf+inv: 1 / 43 / 0.00467
flops: 16 / 16 / 0.498
-- cell type report --
cell class | instances | area [sq um] | share of cell area
clock buffer | 4 | 55.1 | 0.0437
inverter | 1 | 3.75 | 0.00298
multi-input combinational | 28 | 399 | 0.317
sequential | 16 | 400 | 0.318
tap | 77 | 96.3 | 0.0765
timing repair buffer | 38 | 304 | 0.242
-- power groups by stage --
stage     logic [mW]  clock network [mW]  registers, mW
4_1_cts        0.388               0.385          0.563
5_1_grt        0.433               0.417          0.577
6_report       0.395               0.374          0.566
-- worst max-delay path, cell delays in order (launching register included) --
cell and delay (ps):
sky130_fd_sc_hd__dfrtp_1 390, sky130_fd_sc_hd__buf_6 120, sky130_fd_sc_hd__mux4_2 440, sky130_fd_sc_hd__buf_2 130
-- what timing repair did --
| item | CTS | global route |
|---|---|---|
| resized | 38 | 1 |
| pin swaps | 0 | 1 |
| buffers inserted | 9 | 3 |
| setup endpoints to repair | 8 | 9 |
No activity file was given, so power comes from the tool's default toggle rates.
