File: ./design.v
module RAM1x1bit (
    input wire clk,
    input wire reset,
    input wire Write_Data,
    input wire Write_Select,  
    input wire Read_Select_1,  
    input wire Read_Select_2,
    output wire Read_Data_1,
    output wire Read_Data_2
);
    reg DFF;
    always @(posedge clk or posedge reset) 
    begin
        if (reset) 
            DFF <= 1'b0;       
        else if (Write_Select) 
            DFF <= Write_Data;               
    end
    assign Read_Data_1 = (Read_Select_1)? DFF : 1'b0;
    assign Read_Data_2 = (Read_Select_2)? DFF : 1'b0;
endmodule
module RAM1x2bit (
    input wire clk,
    input wire reset,
    input wire [1:0] Write_Data,
    input wire Write_Select,  
    input wire Read_Select_1,  
    input wire Read_Select_2,
    output wire [1:0] Read_Data_1,
    output wire [1:0] Read_Data_2
);
RAM1x1bit cir1stbit 
(
    .clk(clk), 
    .reset(reset), 
    .Write_Data(Write_Data[0]), 
    .Write_Select(Write_Select), 
    .Read_Select_1(Read_Select_1), 
    .Read_Select_2(Read_Select_2), 
    .Read_Data_1(Read_Data_1[0]), 
    .Read_Data_2(Read_Data_2[0])
);
RAM1x1bit cir2ndbit 
(
    .clk(clk), 
    .reset(reset), 
    .Write_Data(Write_Data[1]), 
    .Write_Select(Write_Select), 
    .Read_Select_1(Read_Select_1), 
    .Read_Select_2(Read_Select_2), 
    .Read_Data_1(Read_Data_1[1]), 
    .Read_Data_2(Read_Data_2[1])
);
endmodule
module RAM2x2bit (
    input wire clk,
    input wire reset,
    input wire [1:0] Write_Data,
    input wire Write_Address,
    input wire Write_Enable,  
    input wire Read_Address_1,
    input wire Read_Address_2,
    output wire [1:0] Read_Data_1,
    output wire [1:0] Read_Data_2
);
    wire [1:0] RD1_row00, RD1_row01;
    wire [1:0] RD2_row00, RD2_row01;
    reg [1:0] WR_SEL, RD1_SEL, RD2_SEL;
    RAM1x2bit ram_row00 
    (
        .clk(clk), 
        .reset(reset), 
        .Write_Data(Write_Data), 
        .Write_Select(WR_SEL[0]), 
        .Read_Select_1(RD1_SEL[0]), 
        .Read_Select_2(RD2_SEL[0]), 
        .Read_Data_1(RD1_row00), 
        .Read_Data_2(RD2_row00)
    );
    RAM1x2bit ram_row01 
    (
        .clk(clk), 
        .reset(reset), 
        .Write_Data(Write_Data), 
        .Write_Select(WR_SEL[1]), 
        .Read_Select_1(RD1_SEL[1]), 
        .Read_Select_2(RD2_SEL[1]), 
        .Read_Data_1(RD1_row01), 
        .Read_Data_2(RD2_row01)
    );
    always @(*) 
       begin
            case ({Write_Enable, Write_Address})
                2'b10: WR_SEL = 2'b01;
                2'b11: WR_SEL = 2'b10;
                default: WR_SEL = 2'b00;
            endcase
        end 
    always @(*) 
        begin
            case (Read_Address_1)
                1'b0: RD1_SEL = 2'b01;
                1'b1: RD1_SEL = 2'b10;
                default: RD1_SEL = 2'b00;
            endcase
        end
    always @(*) 
        begin
            case (Read_Address_2)
                1'b0: RD2_SEL = 2'b01;
                1'b1: RD2_SEL = 2'b10;
                default: RD2_SEL = 2'b00;
            endcase
        end
    assign Read_Data_1 = RD1_row00 | RD1_row01;
    assign Read_Data_2 = RD2_row00 | RD2_row01;
endmodule
File: ./config.mk
export PLATFORM = sky130hd
export DESIGN_NAME = RAM2x2bit
export DESIGN_NICKNAME = RAM2x2bit
export VERILOG_FILES = /design/flow/design.v
export SDC_FILE = /design/flow/constraint.sdc
export NUM_CORES = 4
export LEC_CHECK = 1
export CORE_AREA = 10 10 70 70
export DIE_AREA = 0 0 80 80
File: ./constraint.sdc
current_design RAM2x2bit

set clk_period 1.6
set clk_io_pct 0.2

create_clock -name clk0 -period $clk_period [get_ports {clk}]

set non_clock_inputs [all_inputs -no_clocks]
set_input_delay [expr $clk_period * $clk_io_pct] -clock clk0 $non_clock_inputs
set_output_delay [expr $clk_period * $clk_io_pct] -clock clk0 [all_outputs]
File: ./run.sh
#!/bin/bash
# OpenROAD 26Q1-2900-gdf79404cd8, Yosys 0.63+post, stock flow scripts
make -C /OpenROAD-flow-scripts/flow DESIGN_CONFIG=/design/flow/config.mk WORK_HOME=/design/flow/orfs finish
==> flow_metrics.py <==
# Synthesis and PnR figures
metrics = {
    "clock_tree": {
        "cts_made_buffers": 3,
        "clock-sinks": 4,
        "cts_root_buf": "clkbuf_4",
        "cts_buffer_depth": 2,
        "clkTransAtPathRegs_ps": 30,
        "clk_latency_ps": 230,
        "htreeDepth": 1,
        "cts_tree": "built",
    },
    "place": {
        "io_buffers": 11,
        "gp_congestion": 0.738,
        "place_ws_ps": -294,
    },
    "sta": {
        "setup_ws_ps": 143,
        "worst_pin_slew_ps": 170,
        "clock-skew-final_ps": 0,
        "hold_violations": 0,
        "fin_crit_sh_pct": 91.1,
        "slew_headroom_pct": 88.6,
        "slew_viol_final": 0,
        "fin_crit_ps": 1460,
        "rsz0062_at_grt": "false",
        "fmax_mhz": 686,
        "tns_ps": 0,
        "setup_viol": 0,
    },
    "synthesis": {
        "synth_flops": 4,
        "ys_warn_count": 2,
        "yosysSeqAreaShare_pct": 45.2,
        "yosys_cells": 15,
        "syn_inst": 15,
        "ys_types": 6,
        "yosysChipArea_um2": 221,
        "syn_avg_cell_area_um2": 14.8,
        "syn_area_um2": 221,
    },
    "die": {
        "fp_util_pct": 6.48,
        "die_w_um": 80,
        "dieArea_mm2": 0.00640,
        "rows": 21,
        "core_mm2": 0.00342,
        "die_y_um": 80,
        "ios": 12,
    },
    "run_status": {
        "status": "finished clean",
    },
    "setup_path": {
        "startpoint_type": "input pin",
        "r2r_setup_slack_ps": 600,
        "r2r-end": "ram_row01.cir1stbit.DFF",
        "required_ps": 1280,
        "setup.worst_path.class": "input pin to primary output",
        "r2r_cells": 3,
        "critPathMaxFanout": 2,
        "cp.arrival_ps": 1140,
        "rr_startpoint": "ram_row01.cir1stbit.DFF",
        "end_kind": "primary output",
    },
    "drt": {
        "avgRoutedWirePerCell_um": 7.72,
        "viasPerCell": 2.41,
        "diodes": 0,
        "drt_first_pass_iters": 2,
        "num_vias": 190,
        "routed_wl_um": 610,
        "drtIter0Drc": 9,
        "drcViolationCount": 0,
        "ant_nets": 0,
    },
    "final_layout": {
        "final_cell_mix": "mux2_2 (5), clkdlybuf4s50_1 (5), dlygate4sd2_1 (4), dfrtp_1 (4), buf_4 (4)",
        "areaGrowthSynthToFinish_pct": 100,
        "drive_gt1_share_pct": 51.5,
    },
    "global_route": {
        "grtUsageMet3_pct": 2.27,
        "grt_max_degree": 5,
        "use_met1_pct": 2.40,
        "grt.busiest_layer": "met2",
        "use_met2_pct": 2.57,
        "grt.overflow.total": 0,
        "antenna_found_initial": 0,
        "grt_pass1_wl_um": 986,
        "grt_use_total_pct": 2.06,
        "grt_pass1_vias": 199,
    },
    "pwr": {
        "p_clk_share_pct": 34.0,
        "p_int_mw": 0.284,
        "cellLeakagePower_nw": 0.199,
        "switchingPower_mw": 0.0734,
        "seqPwrFrac_pct": 35.7,
        "ir_drop_mv": 0.146,
        "comb_power_share_pct": 30.3,
        "power_density_mw_per_mm2": 808,
        "p_sw_share_pct": 20.5,
    },
    "worst_hold_path": {
        "hp-class": "input pin to async pin",
    },
    "run": {
        "tool_warnings": 26,
        "max_cap_viol_count": 0,
    },
}
==> worst max-delay path by stage <==
| stage | startpoint | endpoint | slack, ps | cells after the start |
|---|---|---|---|---|
| finish | Read_Address_2 | Read_Data_2[1] | 140 | 3 |
| global route | ram_row00.cir2ndbit.DFF | Read_Data_2[1] | 110 | 2 |
| CTS | ram_row00.cir1stbit.DFF | Read_Data_2[0] | -20 | 2 |
==> layer usage <==
layer / part of all wire (%) / wire [um] / vias to the layer above
met1: 45 / 273 / 85
li1: - / - / 92
met5: 0 / 0 / -
met4: 1.6 / 10 / 0
met2: 36 / 222 / 11
met3: 17 / 103 / 2
==> area by class of cell <==
cell class,count,area (um^2)
Sequential cell,4,100
Tap cell,46,57.6
Fill cell,396,2970
Clock buffer,3,22.5
Timing Repair Buffer,15,138
Multi-Input combinational cell,10,121
Inverter,1,3.75
==> logic make-up (layout without fill, tap and decap cells) <==
logic type    Yosys count  in the layout  share of synthesized area [%]
mux                     8              8                           44.1
simple gates            2              2                           9.04
buf+inv                 1             19                           1.69
flops                   4              4                           45.2
==> registers in the layout, indices dropped and copies added (netlist names) <==
| register | flops |
|---|---|
| ram_row01.cir1stbit.DFF | 1 |
| ram_row00.cir1stbit.DFF | 1 |
| ram_row01.cir2ndbit.DFF | 1 |
| ram_row00.cir2ndbit.DFF | 1 |
==> timing repair <==
action                     in CTS  in global routing
resized                         7                  1
gates cloned                    0                  0
setup endpoints to repair       4                  1
hold buffers                    0                  0
setup buffers                   2                  2
==> critical path: stages <==
cell,delay [ps]
dlygate4sd2_1,230
mux2_2,340
dlygate4sd2_1,240
==> synth_stat cells (all sizes together) <==
cell type  count  area, um^2
nor2b          1        13.8
inv            1        3.75
dfrtp          4         100
mux2           8        97.6
nand2          1        6.26
==> through the flow <==
step / instance area (um^2) / total power, mW / util [%] / cells / hold slack [ps]
finish: 443 / 0.358 / 13.0 / 79 / 281
global route: 443 / 0.388 / 13.0 / 79 / 295
CTS: 425 / 0.359 / 12.5 / 77 / 273
detailed placement: 389 / 0.228 / 11.4 / 72 / 516
global placement: 389 / 0.227 / 11.4 / 72 / 513
floorplan: 221 / 0.164 / - / 15 / 86.1
==> power by group through the flow <==
stage / Sequential (mW) / Combinational [mW] / Clock, mW
6_report: 0.128 / 0.108 / 0.122
5_1_grt: 0.130 / 0.121 / 0.138
4_1_cts: 0.128 / 0.102 / 0.129
No activity file was given, so power comes from the tool's default toggle rates.
